**design.v**
```verilog
`timescale 1ns / 1ps
module parity_function #(parameter width=32)(
    input [width-1:0] d_word,
    output [width:0] data_frame
    );
function parity;
input [width-1:0] bv;
reg par;
integer i;
    begin   
        par=1'b0;
        for(i=0; i<width; i=i+1)
            par=par^bv[i];
        parity=par;
    end
endfunction 
assign data_frame={d_word, parity(d_word)};    
endmodule
```
**run.sh**
```bash
#!/bin/bash
# OpenROAD 26Q1-2900-gdf79404cd8, Yosys 0.63+post, stock flow scripts
make -C /OpenROAD-flow-scripts/flow DESIGN_CONFIG=/design/flow/config.mk WORK_HOME=/design/flow/orfs finish
```
**config.mk**
```make
export PLATFORM = sky130hd
export DESIGN_NAME = parity_function
export DESIGN_NICKNAME = parity_function
export VERILOG_FILES = /design/flow/design.v
export SDC_FILE = /design/flow/constraint.sdc
export NUM_CORES = 4
export LEC_CHECK = 1
export CORE_AREA = 10 10 70 70
export DIE_AREA = 0 0 80 80
```
**constraint.sdc**
```tcl
current_design parity_function

set clk_period 4.1
set clk_io_pct 0.2

create_clock -name clk0 -period $clk_period

set non_clock_inputs [all_inputs -no_clocks]
set_input_delay [expr $clk_period * $clk_io_pct] -clock clk0 $non_clock_inputs
set_output_delay [expr $clk_period * $clk_io_pct] -clock clk0 [all_outputs]
```
==> impl_metrics.tcl <==
# yosys + openroad results
set metrics [dict create \
    synth_cells 64 \
    top_cell_area_share_pct 47.71 \
    rows 21 \
    core_util_floorplan_pct 15.20 \
    intPower_uw 126.7 \
    drtIter0Drc 0 \
    period_used_pct 83.89 \
    warning_count 32 \
    io_pins 65 \
    ys_cells 64 \
    place.gp.congestion 0.7370 \
    ys_seq_share_pct 0 \
    drc 0 \
    cts_resized 0 \
    pwr-share-comb_pct 100.0 \
    largest_area_cell "buf_4" \
    grt_first_pass_wirelength_um 2394 \
    regArea_um2 0 \
    avgRoutedWirePerCell_um 11.79 \
    max_slew_margin_pct 84.64 \
    grt_pass1_vias 491 \
    fp.dieH_um 80 \
    leakagePower_nw 0.3250 \
    endpoint_kind "primary output" \
    grt_max_degree 3 \
    ys_top_cells_by_area "buf_4 48%, xnor2_1 47%, xor2_1 5.1%" \
    area_growth_pct 88.67 \
    dr.pass1.iters 1 \
    irDropWorstVdd_mv 0.05813 \
    overflow 0 \
    synth_top_cell_by_count "buf_4" \
    portBuffers 65 \
    status "completed" \
    vias 457 \
    grt_usage_pct 4.549 \
    seqPwrFrac_pct 0 \
    wl_um 1674 \
    nClkBuffers 0 \
    path_max_fanout 2 \
    powerDensity_nw_per_um2 179.4 \
    critical_path_class "in -> out" \
    drive_gt1_share_pct 0 \
    cts_hold_buf 0 \
    p_clk_share_pct 0 \
    finish.utilization_pct 28.68 \
    synth_cell_type_count 3 \
    hold_class "in -> out" \
    maxSlewViolCount 0 \
    core-area_um2 3416 \
    yosysWarnings 1 \
    finalHoldViolCount 0 \
    die_x_um 80 \
    antenna_found_initial 0 \
    tightestPinTransition_ns 0.2287 \
    setup.worst_path.start_class "primary input" \
    place_inst 142 \
    fin_tns_setup_ns 0 \
    fmax_mhz 290.7 \
    instances_no_fill 142 \
    ys_area_um2 519.2 \
    rsz0062_at_grt "no" \
    post-route-min-period_ns 3.440 \
    power.share.switching_pct 27.89 \
    cts_setup_buffers 0 \
    ant_nets 0 \
    finalSetupViolCount 0 \
    synth_area_um2 519.2 \
    p_sw_uw 49.02 \
    dp.final_hpwl_um 1668 \
    dieArea_um2 6400 \
    nFlopsAndLatches 0 \
    maxCapViolCount 0 \
    synth.cells.most_frequent "33 x buf_4, 28 x xnor2_1, 3 x xor2_1" \
    avgSynthCellArea_um2 8.113 \
    crit_required_ns 3.28 \
    crit_arrival_ns 2.62 \
    vias_per_cell 3.218 \
    n_antenna_cell 0 \
]
## power by group through the flow
stage | clock network (mW) | logic (mW) | registers [mW]
4_1_cts | 0 | 0.181 | 0
5_1_grt | 0 | 0.190 | 0
6_report | 0 | 0.176 | 0
## worst max-delay path, cell delays in order
cell	delay, ns
clkdlybuf4s50_1	0.49
xor2_1	0.18
xnor2_1	0.11
xnor2_1	0.24
xnor2_1	0.17
xnor2_1	0.13
clkdlybuf4s50_1	0.48
## per-stage QoR
step / total power [mW] / setup slack (ns) / hold WS [ns] / cell area [µm²]
floorplan: 0.1129 / 1.607 / 1.706 / 519.2
global placement: 0.1801 / 0.6279 / 2.496 / 979.7
detailed placement: 0.1808 / 0.6179 / 2.492 / 979.7
CTS: 0.1812 / 0.6204 / 2.497 / 979.7
global route: 0.1902 / 0.5221 / 2.507 / 979.7
finish: 0.1757 / 0.6605 / 2.487 / 979.7
## placed cells by master (no fill, tap or decap), drive strengths merged
cell	n
clkdlybuf4s50	65
xor2	3
xnor2	28
## layer usage
layer,global-route usage [%],routed length (µm),vias up
li1,-,-,232
met3,3.182,305,0
met5,0,0,-
met4,0,0,0
met1,4.812,641,184
met2,7.705,727,41
## area by class of cell
cell class                 instances  area [µm²]
timing repair buffer              65       650.6
tap                               46       57.56
fill                             371        2436
multi-input combinational         31       271.5
## cell families (layout without fill, tap and decap cells)
group / count (synthesis) / after routing / share of synthesized area (%)
xor+xnor: 31 / 31 / 52.29
buf+inv: 33 / 65 / 47.71
## worst paths after layout
check	start	endpoint	cells past startpoint
worst min-delay path	d_word[28]	data_frame[29]	2
worst max-delay path	d_word[15]	data_frame[0]	7
Power and IR drop assume default switching activity.
